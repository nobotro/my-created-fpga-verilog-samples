[design/flow/constraint.sdc]
current_design ps2

set clk_period 5.6
set clk_io_pct 0.2

create_clock -name clk0 -period $clk_period [get_ports {ps2_clk}]

set non_clock_inputs [all_inputs -no_clocks]
set_input_delay [expr $clk_period * $clk_io_pct] -clock clk0 $non_clock_inputs
set_output_delay [expr $clk_period * $clk_io_pct] -clock clk0 [all_outputs]
[design/flow/run.sh]
#!/bin/bash
# OpenROAD 26Q1-2900-gdf79404cd8, Yosys 0.63+post, stock flow scripts
make -C /OpenROAD-flow-scripts/flow DESIGN_CONFIG=/design/flow/config.mk WORK_HOME=/design/flow/orfs finish
[design/flow/config.mk]
export PLATFORM = sky130hd
export DESIGN_NAME = ps2
export DESIGN_NICKNAME = ps2
export VERILOG_FILES = /design/flow/design.v
export SDC_FILE = /design/flow/constraint.sdc
export NUM_CORES = 4
export LEC_CHECK = 1
export CORE_UTILIZATION = 30
[design/flow/design.v]
module ps2(
input ps2_clk,
input ps2_data,
output[3:0] led
);
reg[7:0] data;
reg[7:0] data2;
reg skip=1'b0;
integer counter=0;
integer counter2=0;
always @(negedge ps2_clk)begin
  if(counter!=10)begin
		  if(counter>0 && counter<8)begin
				data2[counter2]=ps2_data;
				counter2=counter2+1;
			end
				counter<=counter+1;
	end
	else begin
	  counter=0;
	  counter2=0;
	  data=data2;
	  data2=8'b0;
	 end
end
assign led=data;
endmodule
==> notes.md <==
flow finished, numbers: critical-path maximum fanout 1, Synth Cell Area 0.00433 mm², TritonCTS clock tree done, # setup viols final 0, worst hold margin 0.424 ns, Synth flops 72, flop-to-flop setup slack 1.96 ns, Primary FF master, synth dfxtp_1, GPL Wtd Cong 0.891, leakage 2.01 nW, GRT met3 Usage 5.30%, M2 GR Usage 20.1%, CP endpoint led[1], design area 0.00506 mm², Vias 3971, Die Wd 122 µm, Top cell area share 31.5%, top post-synthesis cells by count 68 x dfxtp_1, 52 x nor2_1, 41 x nand2_1, Mean Syn Cell Area 8.24 µm², final worst slack 0.502 ns, setup TNS 0 ns, register area share after synthesis 34.2%, die area 0.0149 mm², Max Slew Vio Count 0, Post-synth EDFFs 4, DRT Pass-1 Iters 5, OpenROAD warning count 100, global route total overflow 0, WP depth 1, clock buffer count from CTS 9, switch share 29.9%, Die Ht 122 µm, clk_skew 0.0202 ns, clock network fraction of total power 59.2%, Crit path arrival time 3.98 ns, switching pwr 0.000385 W, CP bufs+invs 1, synth top area cells dfxtp_1 31%, xnor2_1 7.7%, xor2_1 5.3%, nor2_1 4.5%, nand2_1 3.6%, synth warn 1, maximum VDD drop 0.179 mV, Rel. slew slack 44.6%, clock sink count 72, RSZ-0062 raised after global routing no, final cell utilization of the core 36.1%, area grow syn2layout 16.9%, IO Count 6, cell count after synthesis 525, Worst-Skew Late Latency 0.40 ns, mux frac, synth 1.62%, Total Routing Usage GR 15.7%, clk buf depth 2, # DRC 0, combinational power share 0.2%, IO buf count 5, CTS clk-pin slew, worst paths 0.04 ns, vias in the first global route 3862, Post-Synth Adder-Cell Area 1.45%, slew at the pin with the worst max-slew slack 0.829 ns, post-CTS resize count 0, fraction of layout cells with a size suffix above 1 7.31%, DRT iter0 DRCs 311, Top delay family on crit path buffers and inverters, worst setup path start data[1], Yosys top cell by instances dfxtp_1, power per cell area 255 mW/mm², global-route wire length before repair 18500 µm, DR WL/cell 14.1 µm, Hold Fails Final Rpt 0, ys async rst share 0%, status complete, no violations, initial antenna violation count 0, met1 Use GR 23.9%, H-tree depth 3, cell taking the most area after synthesis dfxtp_1, Startpoint Class flop, antenna diode count 0, drt total wl 10800 µm, Fillers 1399, Clock Tree Root clkbuf_16, Final ANT Viol Nets 0, yosys aoi share 11.6%, FP Util 30.9%, crit end category output port, grt peak-use layer met1, Min-Delay Path Class flop to flop, # rows 43, Setup CP Type flop to output port, yosys simple share 33.3%, Worst Path Required 4.48 ns, Avg Vias per Cell 5.17, end of the worst register-to-register path data2[3], Slowest cell on crit path clkdlybuf4s50_1, maxcap violations 0, Place WS 0.888 ns, largest net degree at the start of global routing 42, core area 0.0140 mm², Seq pwr share 40.6%, ys cells 525, Crit path largest cell delay 0.46 ns, Netlist cell types 65, CP cell instances clkdlybuf4s50_1, Post-DP HPWL 7180 µm, Yosys Chip Area 0.00433 mm², XOR Share, Synth 13.0%, Int Pwr 0.000904 W, Post CTS Setup Buffer Count 0, CTS Hold Bufs 0, R2R depth 11, Worst R2R Start counter2[0], Top logic family simple AND/OR/NAND/NOR gates, dpl cell area 0.00450 mm²
logic make-up (layout without fill, tap and decap cells):
group,count (synthesis),in the layout
XOR/XNOR,64,64
AND-OR/OR-AND,71,71
AND/OR/NAND/NOR,255,255
buffers and inverters,51,114
adder cells (fa/ha/maj),5,5
multiplexers,7,7
flip-flops,72,72
worst min-delay path by stage:
stage,endpoint,from,depth (start not counted)
CTS,data[2],data2[2],0
global route,data[3],data2[3],0
finish,data[2],data2[2],0
worst register-to-register path: cells and delay by family, from the launching register on:
kind | cells | cell delay, ns
xor+xnor | 1 | 0.47
mux | 1 | 0.15
fa+ha+maj | 1 | 0.48
buf+inv | 2 | 0.40
simple gates | 3 | 0.97
compound gates | 3 | 0.63
flops | 1 | 0.41
layout by cell type, fill, tap and decap left out, types with 3 or more instances in the layout:
| master | netlist | routed |
|---|---|---|
| a21oi_1 | 13 | 13 |
| a22oi_1 | 3 | 3 |
| a31oi_1 | 4 | 4 |
| and2_1 | 3 | 3 |
| and3_1 | 13 | 13 |
| and4_1 | 5 | 5 |
| buf_4 | 0 | 5 |
| clkbuf_16 | 0 | 9 |
| clkdlybuf4s50_1 | 0 | 5 |
| dfxtp_1 | 68 | 68 |
| edfxtp_1 | 4 | 4 |
| ha_1 | 5 | 5 |
| inv_1 | 17 | 88 |
| mux2i_1 | 7 | 7 |
| nand2_1 | 41 | 41 |
| nand2b_1 | 7 | 7 |
| nand3_1 | 29 | 29 |
| nand3b_1 | 4 | 4 |
| nand4_1 | 23 | 23 |
| nor2_1 | 52 | 52 |
| nor2b_1 | 5 | 5 |
| nor3_1 | 21 | 21 |
| nor3_2 | 3 | 3 |
| nor4_1 | 19 | 18 |
| nor4_2 | 2 | 3 |
| nor4_4 | 3 | 3 |
| o2111ai_1 | 3 | 3 |
| o21ai_0 | 17 | 17 |
| o311ai_0 | 4 | 4 |
| o31ai_1 | 4 | 4 |
| or3_1 | 9 | 9 |
| or4_1 | 4 | 4 |
| xnor2_1 | 38 | 38 |
| xor2_1 | 26 | 26 |
layout make-up:
| class | count | area [µm²] | share of cell area, % |
|---|---|---|---|
| Multi-Input combinational cell | 402 | 2640 | 52.2 |
| Sequential cell | 72 | 1480 | 29.3 |
| Clock inverter | 79 | 335 | 6.63 |
| Clock buffer | 9 | 225 | 4.45 |
| Tap cell | 180 | 225 | 4.45 |
| Timing Repair Buffer | 10 | 87.6 | 1.73 |
| Inverter | 16 | 60.1 | 1.19 |
power groups by stage:
stage	Sequential (W)	Combinational, W	Clock, W
6_report	0.000524	0.00000268	0.000763
5_1_grt	0.000522	0.00000308	0.000864
4_1_cts	0.000524	0.00000271	0.000798
flip-flops by register name, summed over array words and instances (netlist names):
signal / flops
data: 4
counter: 32
counter2: 32
data2: 4
stage by stage:
step           power, W  cells
2_1_floorplan  0.000611    525
3_3_place_gp   0.000612    681
3_5_place_dp   0.000612    681
4_1_cts         0.00132    768
5_1_grt         0.00139    768
6_report        0.00129    768
routing by layer:
| layer | part of all wire (%) | vias up |
|---|---|---|
| met1 | 52 | 1807 |
| met3 | 5.5 | 17 |
| met4 | 2.2 | 0 |
| met5 | 0 | - |
| li1 | - | 2024 |
| met2 | 41 | 123 |
No activity file was given, so power comes from the tool's default toggle rates.
